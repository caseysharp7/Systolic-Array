==> flow/config.mk <==
export PLATFORM = sky130hd
export DESIGN_NAME = Systolic_Array
export DESIGN_NICKNAME = Systolic_Array
export VERILOG_FILES = /design/flow/design.v
export SDC_FILE = /design/flow/constraint.sdc
export NUM_CORES = 4
export LEC_CHECK = 1
export CORE_UTILIZATION = 40
==> flow/constraint.sdc <==
current_design Systolic_Array

set clk_period 8.4
set clk_io_pct 0.2

create_clock -name clk0 -period $clk_period [get_ports {clk}]
create_clock -name clk1 -period $clk_period [get_ports {start}]

set non_clock_inputs [all_inputs -no_clocks]
set_input_delay [expr $clk_period * $clk_io_pct] -clock clk0 $non_clock_inputs
set_output_delay [expr $clk_period * $clk_io_pct] -clock clk0 [all_outputs]
==> flow/design.v <==
`timescale 1ns / 1ps
module MAC(
        input clk,
        input reset,
        input [DATA_WIDTH-1:0] A_in,
        input [DATA_WIDTH-1:0] B_in,
        output reg [DATA_WIDTH-1:0] A_out,
        output reg [DATA_WIDTH-1:0] B_out,
        output reg [ACC_WIDTH-1:0] result
    );
    parameter DATA_WIDTH = 8;
    parameter ACC_WIDTH = 16;
    wire [ACC_WIDTH-1:0] in, out;
    reg [ACC_WIDTH-1:0] prod;
    always@(*) begin 
        if(A_in != 0 && B_in != 0) begin
            prod = A_in*B_in;
        end
        else begin
            prod = 0;
        end
    end
    assign out = in + prod;
    MAC_reg register(
        .clk(clk),
        .reset(reset),
        .d(out),
        .q(in)
    );
    always@(posedge clk or posedge reset) begin
        if(reset) begin
            A_out <= 0;
            B_out <= 0;
            result <= 0;
        end
        else begin
            A_out <= A_in;
            B_out <= B_in;
            result <= out;
        end
    end
endmodule
`timescale 1ns / 1ps
module MAC_reg #(parameter ACC_WIDTH = 16)(
    input clk, reset,
    input [ACC_WIDTH-1:0] d,
    output reg [ACC_WIDTH-1:0] q
    );
    always @(posedge clk or posedge reset)  
    begin   
        if(reset)   
            q <= 0;  
        else
            q <= d;  
    end  
endmodule
`timescale 1ns / 1ps
module Systolic_Array(
        input clk,
        input reset,
        input start,
        input [(MAT_LEN*DATA_SIZE)-1:0] Mat1_in,
        input [(MAT_LEN*DATA_SIZE)-1:0] Mat2_in,
        output [(MAT_LEN*ACC_SIZE)-1:0] result,
        output reg done
    );
    reg [DATA_SIZE-1:0] A_in1, A_in4, A_in7;
    wire [DATA_SIZE-1:0] A_in2, A_in3, A_in5, A_in6, A_in8, A_in9;
    reg [DATA_SIZE-1:0] B_in1, B_in2, B_in3;
    wire [DATA_SIZE-1:0] B_in4, B_in5, B_in6, B_in7, B_in8, B_in9;
    reg [3:0] counter;
    parameter MAT_ROWS = 3;
    parameter MAT_COLS = 3;
    parameter MAT_LEN = 9;
    parameter DATA_SIZE = 8;
    parameter ACC_SIZE = 16;
    parameter ROW_SIZE = MAT_ROWS*DATA_SIZE;
    wire [DATA_SIZE-1:0] Mat1[0:MAT_ROWS-1][0:MAT_COLS-1];
    wire [DATA_SIZE-1:0] Mat2[0:MAT_ROWS-1][0:MAT_COLS-1];
    wire [ACC_SIZE-1:0] result_temp[0:MAT_ROWS-1][0:MAT_COLS-1];
    genvar i, j;
    generate
        for(i = MAT_ROWS - 1; i >= 0; i = i-1) begin : loop1
            for(j = MAT_COLS; j >= 1; j = j-1) begin : loop2
                localparam r = (MAT_ROWS-1) - i;
                localparam c = (MAT_COLS) - j;
                assign Mat1[r][c] = Mat1_in[(i*ROW_SIZE + j*DATA_SIZE) - 1 -: DATA_SIZE];
            end
        end
    endgenerate
    generate
        for(i = MAT_ROWS - 1; i >= 0; i = i-1) begin : loop3
            for(j = MAT_COLS; j >= 1; j = j-1) begin : loop4
                localparam r = (MAT_ROWS-1) - i;
                localparam c = (MAT_COLS) - j;
                assign Mat2[r][c] = Mat2_in[(i*ROW_SIZE + j*DATA_SIZE) - 1 -: DATA_SIZE];
            end
        end
    endgenerate
    MAC mac1(.clk(clk), .reset(reset), .A_in(A_in1), .B_in(B_in1), .A_out(A_in2), .B_out(B_in4), .result(result_temp[0][0]));
    MAC mac2(.clk(clk), .reset(reset), .A_in(A_in2), .B_in(B_in2), .A_out(A_in3), .B_out(B_in5), .result(result_temp[0][1]));
    MAC mac3(.clk(clk), .reset(reset), .A_in(A_in3), .B_in(B_in3), .A_out(),      .B_out(B_in6), .result(result_temp[0][2]));
    MAC mac4(.clk(clk), .reset(reset), .A_in(A_in4), .B_in(B_in4), .A_out(A_in5), .B_out(B_in7), .result(result_temp[1][0]));
    MAC mac5(.clk(clk), .reset(reset), .A_in(A_in5), .B_in(B_in5), .A_out(A_in6), .B_out(B_in8), .result(result_temp[1][1]));
    MAC mac6(.clk(clk), .reset(reset), .A_in(A_in6), .B_in(B_in6), .A_out(),      .B_out(B_in9), .result(result_temp[1][2]));
    MAC mac7(.clk(clk), .reset(reset), .A_in(A_in7), .B_in(B_in7), .A_out(A_in8), .B_out(),      .result(result_temp[2][0]));
    MAC mac8(.clk(clk), .reset(reset), .A_in(A_in8), .B_in(B_in8), .A_out(A_in9), .B_out(),      .result(result_temp[2][1]));
    MAC mac9(.clk(clk), .reset(reset), .A_in(A_in9), .B_in(B_in9), .A_out(),      .B_out(),      .result(result_temp[2][2]));
    always@(posedge start) begin
        done = 0;
    end
    always@(posedge clk) begin
        if(reset) begin
            counter <= 0;
            done <= 1;
            A_in1 <= 0;
            B_in1 <= 0;
        end
        else if(!done) begin
            case(counter)  
                4'b0000: begin
                    A_in1 <= Mat1[0][0];
                    B_in1 <= Mat2[0][0];
                    A_in4 <= 0;
                    B_in2 <= 0;
                    A_in7 <= 0;
                    B_in3 <= 0;
                    counter <= counter + 1;
                end
                4'b0001: begin
                    A_in1 <= Mat1[0][1];
                    B_in1 <= Mat2[1][0];
                    A_in4 <= Mat1[1][0];
                    B_in2 <= Mat2[0][1];
                    A_in7 <= 0;
                    B_in3 <= 0;
                    counter <= counter + 1;
                end
                4'b0010: begin
                    A_in1 <= Mat1[0][2];
                    B_in1 <= Mat2[2][0];
                    A_in4 <= Mat1[1][1];
                    B_in2 <= Mat2[1][1];
                    A_in7 <= Mat1[2][0];
                    B_in3 <= Mat2[0][2];
                    counter <= counter + 1;
                end
                4'b0011: begin
                    A_in1 <= 0;
                    B_in1 <= 0;
                    A_in4 <= Mat1[1][2];
                    B_in2 <= Mat2[2][1];
                    A_in7 <= Mat1[2][1];
                    B_in3 <= Mat2[1][2];
                    counter <= counter + 1;
                end
                4'b0100: begin
                    A_in1 <= 0;
                    B_in1 <= 0;
                    A_in4 <= 0;
                    B_in2 <= 0;
                    A_in7 <= Mat1[2][2];
                    B_in3 <= Mat2[2][2];
                    counter <= counter + 1;
                end
                4'b0110: begin
                    A_in1 <= 0;
                    B_in1 <= 0;
                    A_in4 <= 0;
                    B_in2 <= 0;
                    A_in7 <= 0;
                    B_in3 <= 0;
                    done <= 1;
                end
                default: begin
                    A_in1 <= 0;
                    B_in1 <= 0;
                    A_in4 <= 0;
                    B_in2 <= 0;
                    A_in7 <= 0;
                    B_in3 <= 0;
                    counter <= counter + 1;
                end
            endcase
        end
        else begin
            counter <= 0;
        end
    end
    generate
        for(i = MAT_ROWS - 1; i >= 0; i = i-1) begin : loop5
            for(j = MAT_COLS; j >= 1; j = j-1) begin : loop6
                localparam r = (MAT_ROWS-1) - i;
                localparam c = (MAT_COLS) - j;
                assign result [(i*ROW_SIZE*2 + j*ACC_SIZE) - 1 -: ACC_SIZE] = result_temp[r][c];
            end
        end
    endgenerate
endmodule
==> flow/run.sh <==
#!/bin/bash
# OpenROAD 26Q1-2900-gdf79404cd8, Yosys 0.63+post, stock flow scripts
make -C /OpenROAD-flow-scripts/flow DESIGN_CONFIG=/design/flow/config.mk WORK_HOME=/design/flow/orfs finish
==> flow_summary.toml <==
# physical design summary
[logic_synthesis]
ys_top_logic_family = "adder cells"
synth-edff-count = 32
ys_cells = 3589
mux_share_pct = 0.0893
ys_chip_area_um2 = 33600
fa_ha_area_share_pct = 37.1
flop_cell = "dfrtp_1"
aoi_share_pct = 10.5
synth_cells = 3589
xor_share_pct = 5.42
syn_area_um2 = 33600
synth_cell_types = 76
synth_seq_share_pct = 21.9
synthArstFlopShare_pct = 82.2
ys_seq_elements = 292
ys_sh_simple_pct = 18.4
yosys_warnings = 5
avgSynthCellArea_um2 = 9.36

[floorplanning]
io_pins = 292
die-area_um2 = 85200
core_area_um2 = 82600
fp.dieW_um = 292
dieHeight_um = 292
initial_core_util_pct = 40.7
row_count = 105

[layout]
stdcell_count = 4998
lay_top_count = "inv_1"
final_layout_size_suffix_gt1_share_pct = 2.65
design_area_um2 = 39100
syn2layout_area_growth_pct = 16.4
mostFrequentLayoutCells = "inv_1, and2_1, ha_1, fa_1, clkdlybuf4s50_1"
final_util_pct = 47.4

[routing]
viasPerCell = 4.94
first_pass_iters = 5
drtIter0Drc = 856
drcViolationCount = 0
vias = 24700
drt_wl_total_um = 75800
antenna_left = 0
diodes = 0
drt-wirelength-per-cell_um = 15.2

[critical_path]
worstReg2RegStart = "A_in1[5]"
ff2ff_path_depth = 23
max_stage_delay_ns = 0.56
path_delay_family = "adder cells"
worstSetupEndpoint = "mac1.register.q[15]"
end_kind = "flip-flop"
reg2reg_to = "mac1.register.q[15]"
reg2reg_slack_ns = 2.61
crit_buf_inv = 4
worstSetupStartpointType = "flip-flop"
arrival_ns = 6.23
cp_num_cells = 23
cp.required_ns = 8.84
critPathSlowestCell = "fa_1"
path_cells = "nand2_1 > fa_1 > fa_1 > inv_1 > fa_1 > inv_1 > fa_1 > inv_1 > ha_1 > a2111oi_1 > o21ai_0 > a31oi_1 > xor2_1 > nor2_1 > ha_1 > inv_1 > o21bai_1 > a21oi_1 > nand2_1 > a21o_1 > a21oi_1 > a211oi_1 > xnor2_1"
crit_start = "A_in1[5]"
critPathMaxFanout = 10
crit_type = "flip-flop to flip-flop"

[placed_design]
port_buffers = 289
place_area_um2 = 37800
dp_worst_setup_slack_ns = 2.63
place_congestion = 0.874
placed_cells = 4928
place_hpwl_um = 61700

[worst_hold_path]
hp-class = "flip-flop to flip-flop"

[final_timing]
slew_headroom_pct = 49.3
rsz0062_at_grt = "no"
setup_viol = 0
holdWs_ns = 0.476
max_slew.worst_pin.slew_ns = 0.760
tns_ns = 0
finClkSkew_ns = 0.0237
postLayoutSetupSlackWorst_ns = 2.61
hold_viol = 0
finalMaxSlewViolations = 0

[clocking]
clk_path_buf_depth = 3
path_clk_slew_ns = 0.06
clock_sinks = 292
cts_resized = 0
cts_hold_buf = 0
htree_num_levels = 2
clockRootBuffer = "clkbuf_16"
postCtsSetupBuffers = 0
cts_tree = "built"
numCtsBuffers = 38

[power]
p_leak_nw = 20.0
power_density_nw_per_um2 = 268
ir_worst_vdd_uv = 189
finalPower_mw = 10.5

[global_routing]
overflow = 0
grt_usage_pct = 19.6
antenna_found_initial = 1
grt_pass1_vias = 25700
grt_pass1_wl_um = 129000
grt_max_degree = 51

[run]
maxCapViolCount = 0
warnings = 30

[status]
status = "complete, no violations"
synthesized netlist by cell type (all sizes together) (4+ instances only):
| library cell | instances | area (um2) |
|---|---|---|
| a211o | 5 | 43.8 |
| or4b | 4 | 40.0 |
| nand2 | 236 | 886 |
| a222oi | 16 | 160 |
| or3 | 12 | 75.1 |
| a41oi | 5 | 43.8 |
| or2 | 7 | 43.8 |
| xor2 | 69 | 604 |
| o311ai | 4 | 35.0 |
| nand3 | 32 | 160 |
| and2 | 499 | 3120 |
| clkbuf | 29 | 109 |
| a31oi | 18 | 113 |
| o21bai | 19 | 150 |
| a21o | 74 | 556 |
| dfrtp | 240 | 6010 |
| a311oi | 4 | 35.0 |
| nor2b | 22 | 138 |
| ha | 463 | 5790 |
| nand4 | 4 | 25.0 |
| fa | 333 | 6670 |
| dfxtp | 20 | 400 |
| nand2b | 28 | 175 |
| a21oi | 151 | 763 |
| nor3b | 5 | 37.5 |
| a22oi | 32 | 240 |
| a211oi | 22 | 170 |
| a21boi | 13 | 97.6 |
| o211ai | 7 | 52.6 |
| o31ai | 7 | 57.6 |
| o21a | 26 | 195 |
| o21ai | 110 | 558 |
| xnor2 | 134 | 1170 |
| nor4 | 40 | 250 |
| nor2 | 190 | 716 |
| nor3 | 37 | 185 |
| o31a | 4 | 35.0 |
| inv | 555 | 2080 |
| edfxtp | 32 | 961 |
| and3 | 36 | 225 |
worst register-to-register path, stage by stage (launching register included):
cell       delay (ns)
dfxtp_1          0.52
nand2_1          0.13
fa_1             0.52
fa_1             0.56
inv_1            0.05
fa_1             0.49
inv_1            0.05
fa_1             0.47
inv_1            0.04
ha_1             0.22
a2111oi_1        0.49
o21ai_0          0.18
a31oi_1          0.26
xor2_1           0.18
nor2_1           0.06
ha_1             0.32
inv_1            0.15
o21bai_1         0.09
a21oi_1          0.26
nand2_1          0.10
a21o_1           0.19
a21oi_1          0.14
a211oi_1         0.07
xnor2_1          0.13
area by class of cell:
| type | instances | area [um2] |
|---|---|---|
| Clock buffer | 46 | 1040 |
| Clock inverter | 24 | 277 |
| Fill cell | 7788 | 43500 |
| Inverter | 555 | 2090 |
| Multi-Input combinational cell | 2710 | 24000 |
| Sequential cell | 292 | 7370 |
| Tap cell | 1070 | 1340 |
| Timing Repair Buffer | 301 | 2980 |
registers in the layout, summed over array words and instances (netlist names), 16 cells and up:
register	count
mac2.register.q	16
mac8.register.q	16
mac4.register.q	16
mac6.register.q	16
mac1.register.q	16
mac7.register.q	16
mac9.result	16
mac5.register.q	16
mac3.register.q	16
layer usage:
| layer | vias up | track usage [%] | routed length [um] |
|---|---|---|---|
| li1 | 12400 | - | - |
| met1 | 11800 | 27.0 | 33100 |
| met2 | 438 | 31.7 | 35800 |
| met3 | 69 | 5.94 | 5480 |
| met4 | 2 | 3.09 | 1450 |
| met5 | - | 0 | 13 |
power by group:
group,internal [mW],total (mW),switching [mW]
logic,3.22,6.35,3.13
clock network,1.02,1.71,0.687
registers,1.95,2.44,0.488
kinds of logic (layout without fill, tap and decap cells):
kind of cell	Yosys count	after routing
other	1	1
multiplexers	3	3
XOR/XNOR	205	205
AND/OR/NAND/NOR	1166	1166
adder cells (fa/ha/maj)	796	796
buffers and inverters	587	926
AND-OR/OR-AND	539	539
flip-flops	292	292
worst min path at each step:
stage            start            end  slack (ns)  depth (start not counted)
CTS           B_in1[2]  mac1.B_out[2]        0.48                          0
global route  B_in1[2]  mac1.B_out[2]        0.50                          0
finish        B_in1[2]  mac1.B_out[2]        0.48                          0
Power and IR drop assume default switching activity.
